## design/flow/run.sh

```bash
#!/bin/bash
# OpenROAD 26Q1-2900-gdf79404cd8, Yosys 0.63+post, stock flow scripts
make -C /OpenROAD-flow-scripts/flow DESIGN_CONFIG=/design/flow/config.mk WORK_HOME=/design/flow/orfs finish
```

## design/flow/config.mk

```make
export PLATFORM = sky130hd
export DESIGN_NAME = arm_verilog
export DESIGN_NICKNAME = arm_verilog
export VERILOG_FILES = /design/flow/design.v
export SDC_FILE = /design/flow/constraint.sdc
export NUM_CORES = 4
export LEC_CHECK = 1
export CORE_AREA = 10 10 100 100
export DIE_AREA = 0 0 110 110
```

## design/flow/constraint.sdc

```tcl
current_design arm_verilog

set clk_period 1.9
set clk_io_pct 0.2

create_clock -name clk0 -period $clk_period [get_ports {clk_in}]

set non_clock_inputs [all_inputs -no_clocks]
set_input_delay [expr $clk_period * $clk_io_pct] -clock clk0 $non_clock_inputs
set_output_delay [expr $clk_period * $clk_io_pct] -clock clk0 [all_outputs]
```

## design/flow/design.v

```verilog
`timescale 1ns/1ps
module arm_verilog (
	OutD,		 
	OutC, 		 
	D, 			 
	A, 			 
	Go, 		 
	clk_in, 	 
	reset_n		 
); 
	parameter sizeA = 7;
	parameter sizeD = 8;
	parameter sizeZpause = 1;
	parameter sizeHeader = 1;
	parameter sizeConcatenatedInputs = sizeHeader + sizeA + sizeZpause + sizeD + sizeZpause + sizeHeader;
	parameter [sizeHeader-1:0] header ={sizeHeader{1'b0}};
	parameter [sizeZpause-1:0] zPause ={sizeZpause{1'bZ}};
	parameter constAllBitOnes = {sizeConcatenatedInputs{1'b1}};
	output OutD;
	output OutC;
	input [sizeA-1:0] A;
	input [sizeD-1:0] D;
	input Go;
	input clk_in;
	input reset_n;	
	reg OutD;
	reg OutC;
	wire [sizeA-1:0] A;
	wire [sizeD-1:0] D;
	wire Go;
	wire clk_in;
	wire reset_n;
	reg [sizeConcatenatedInputs-1:0] concatenatedInputs;  
	reg enable_OutC;  
	initial begin
		OutD <= 1'b1;
		OutC <= 1'b1;
		enable_OutC <= 1'b0;
		concatenatedInputs <= {sizeConcatenatedInputs{1'b1}};
	end
	always @ (posedge clk_in or negedge reset_n)
	begin : main_function
		if (reset_n == 1'b0) begin
			concatenatedInputs <= {sizeConcatenatedInputs{1'b1}};
			OutD <= 1'b1;
		end 
		else if (Go == 1'b1) begin
			concatenatedInputs <= {header, A, zPause, D, zPause, header};
			OutD <= 1'b1;
		end 
		else begin
			concatenatedInputs <= {concatenatedInputs[sizeConcatenatedInputs-2:0], 1'b1};
			OutD <= concatenatedInputs[18];			
		end
	end
	always @ (posedge clk_in or negedge reset_n)
	begin : enabling_output_c
		if (reset_n == 1'b0) begin
			enable_OutC <= 1'b0;
		end else if (concatenatedInputs == constAllBitOnes) begin  
			enable_OutC <= 1'b0;
		end else begin
			enable_OutC <= 1'b1;
		end
	end
	always @(clk_in or reset_n or enable_OutC)
	begin : output_c
		if (reset_n == 1'b0) begin
			OutC <= 1'b1;
		end else begin
			OutC <= ~((~clk_in) && enable_OutC);
		end	
	end	
endmodule 
```

==> impl_metrics.json <==
{
  "outcome": "finished, final reports clean",
  "gp_congestion": 0.711,
  "hold_buffers": 0,
  "fillCellCount": 862,
  "syn_area_sq_um": 818,
  "first_global_vias": 576,
  "top_area_cell": "dfstp_2",
  "core_sq_um": 7810,
  "clk_pin_slew_ns": 0.07,
  "slew_violations": 0,
  "area_leaders": "dfstp_2, mux2_2, nand4_1, dfrtp_1, nor2b_1",
  "place_ws_ns": 0.0568,
  "portBuffers": 19,
  "drive_gt1_frac": 0.600,
  "antenna_found_initial": 0,
  "ir_drop_uv": 300,
  "chipArea_sq_um": 12100,
  "fp-utilization": 0.105,
  "die_height_um": 110,
  "via_count": 494,
  "worst_slack_ns": 0.150,
  "ff_type": "dfstp_2",
  "synth_warnings": 2,
  "syn_to_final_growth_pct": 47.6,
  "grt_first_pass_wirelength_um": 2970,
  "ant_nets": 0,
  "diodes": 0,
  "clock_skew_ns": 0.000960,
  "setup_violations": 0,
  "drt-total-wl_um": 1820,
  "ys_ff": 21,
  "max_slew_margin": 0.801,
  "ys_types": 11,
  "wl_per_cell_um": 10.3,
  "drt-initial-drc-count": 25,
  "crit-reg2reg-launch": "concatenatedInputs[6]",
  "warnings": 27,
  "ys_chip_area_sq_um": 818,
  "num_rows": 32,
  "routed_via_density": 2.79,
  "crit_required_ns": 1.52,
  "yosys-stat-cells": 50,
  "rsz0062_at_grt": "false",
  "grt_max_degree": 22,
  "dr.pass1.iters": 3,
  "ioPinCount": 20,
  "top_cell_area_share": 0.642,
  "power_density_nw_per_um2": 865,
  "critPathMaxFanout": 2,
  "yosysMostFrequentCell": "dfstp_2",
  "die_x_um": 110,
  "end_kind": "output port",
  "avgSynthCellArea_sq_um": 16.4,
  "cts_tree": "yes",
  "grt_usage": 0.0308,
  "drc": 0,
  "common_cells": "dfstp_2, mux2_2, nand4_1",
  "clk_latency_ns": 0.36,
  "overflow": 0,
  "cp.arrival_ns": 1.37,
  "fin_setup_tns_ns": 0,
  "synth.yosys.seq_area_share": 0.673,
  "hold_slack_ns": 0.394,
  "hold_class": "primary input to async pin",
  "syn_inst": 50,
  "crit_path_start_kind": "clock port",
  "p_leak_nw": 0.425,
  "crit_type": "clock port to output port",
  "cap_violations": 0,
  "hold_viol": 0,
  "async_reset_ff_frac": 1.00,
  "cp-startpoint": "clk_in",
  "regToRegSetupSlack_ns": 0.62,
  "worstMarginPinSlew_ns": 0.295,
  "synth-edff-count": 0
}
state kept, by name, indices dropped and copies added, names as in the netlist:
name                count
concatenatedInputs     19
enable_OutC             1
OutD                    1
routing by layer:
layer	GRT usage	vias up	part of all wire
met5	0	-	0
met2	0.0466	13	0.49
met1	0.0399	246	0.43
met4	0.00743	0	0.019
met3	0.0135	4	0.062
li1	-	231	-
area by class of cell:
class	count	area [sq um]	area share
timing repair buffer	20	208	0.172
inverter	1	3.75	0.00311
sequential	21	551	0.456
clock buffer	6	73.8	0.0611
multi-input combinational	26	239	0.198
tap	102	128	0.106
clock inverter	1	5.00	0.00415
through the flow:
step	util	instance area [sq um]	total power, mW	cells
3_3_place_gp	0.146	1140	0.672	171
4_1_cts	0.155	1210	1.07	177
2_1_floorplan	-	818	0.590	50
5_1_grt	0.155	1210	1.10	177
6_report	0.155	1210	1.04	177
3_5_place_dp	0.146	1140	0.674	171
placed cells by master (no fill, tap or decap), drive strengths merged:
master and n:
dfstp 20, nand3b 1, or2 1, dfrtp 1, inv 1, nand4 5, clkinv 1, clkdlybuf4s50 18
nor4 1, nor2b 3, mux2 15, buf 3, clkbuf 5
worst paths after layout:
path	endpoint	depth (start not counted)
setup reg to reg	enable_OutC	3
hold reg to reg	concatenatedInputs[10]	1
max in group asynchronous	concatenatedInputs[11]	2
min in group clk0	concatenatedInputs[10]	1
setup / recovery	OutC	3
hold / removal	enable_OutC	2
worst max-delay path, cell delays in order:
cell,delay (ns)
clkbuf_8,0.10
nand3b_1,0.18
buf_2,0.14
cell families (layout without fill, tap and decap cells):
logic type,count (synthesis),count (layout),synth area share
buf+inv,3,28,0.0352
flops,21,21,0.673
mux,15,15,0.206
simple gates,11,11,0.0856
power by group:
| part | switching [mW] | internal, mW | total, mW |
|---|---|---|---|
| clock network | 0.158 | 0.251 | 0.409 |
| logic | 0.0329 | 0.0700 | 0.103 |
| registers | 0.0190 | 0.513 | 0.532 |
repair_timing:
action                     CTS  global route
gates resized                3             0
setup buffers                0             0
setup endpoints to repair    1             0
No activity file was given, so power comes from the tool's default toggle rates.
